`flow/run.sh`:
```
#!/bin/bash
# OpenROAD 26Q1-2900-gdf79404cd8, Yosys 0.63+post, stock flow scripts
make -C /OpenROAD-flow-scripts/flow DESIGN_CONFIG=/design/flow/config.mk WORK_HOME=/design/flow/orfs finish
```
`flow/config.mk`:
```
export PLATFORM = sky130hd
export DESIGN_NAME = BP
export DESIGN_NICKNAME = BP
export VERILOG_FILES = /design/flow/design.v
export SDC_FILE = /design/flow/constraint.sdc
export NUM_CORES = 4
export LEC_CHECK = 1
export CORE_AREA = 10 10 70 70
export DIE_AREA = 0 0 80 80
```
`flow/constraint.sdc`:
```
current_design BP

set clk_period 1.7
set clk_io_pct 0.2

create_clock -name clk0 -period $clk_period [get_ports {clk}]

set non_clock_inputs [all_inputs -no_clocks]
set_input_delay [expr $clk_period * $clk_io_pct] -clock clk0 $non_clock_inputs
set_output_delay [expr $clk_period * $clk_io_pct] -clock clk0 [all_outputs]
```
`flow/design.v`:
```
module BP(
  clk,
  rst_n,
  in_valid,
  guy,
  in0,
  in1,
  in2,
  in3,
  in4,
  in5,
  in6,
  in7,
  out_valid,
  out
);
input             clk, rst_n;
input             in_valid;
input       [2:0] guy;
input       [1:0] in0, in1, in2, in3, in4, in5, in6, in7;
output reg        out_valid;
output reg  [1:0] out;
parameter S_IDLE = 2'd0;
parameter S_IN   = 2'd1;
parameter S_OUT  = 2'd2;
reg [1:0] c_state,n_state;
reg [125:0] road;
reg [125:0] map;
reg [1:0] obs_type,a;
reg [2:0] obs_pos,guy_pos;
reg [5:0] counter;
reg [1:0] walk;
reg [5:0] count,count_a,count_b;
wire [2:0] step_abs;
wire [5:0] diff;
always@(posedge clk or negedge rst_n) 
begin
    if(!rst_n) c_state <= S_IDLE ;  
    else c_state <= n_state;
end
always@(*) 
begin
    if (!rst_n) n_state=S_IDLE;
    else 
        begin
        case(c_state)
            S_IDLE:
                begin
                if (in_valid) n_state=S_IN;
                else n_state=S_IDLE;
                end
            S_IN:
                begin 
                  if (in_valid) n_state=S_IN;
                  else n_state=S_OUT;
                end
            S_OUT:
                begin
                if (counter<64) n_state=S_OUT; 
                else n_state=S_IDLE;
                end
            default:n_state=S_IDLE;
        endcase
        end
end
always @(posedge clk or negedge rst_n)
begin
  if (!rst_n) obs_type<=0;
  else if (in_valid)
  begin
    if (in0!=2'b11 && in0!=2'b00) obs_type<=in0;
    else if (in1!=2'b11 && in1!=2'b00) obs_type<=in1;
    else if (in2!=2'b11 && in2!=2'b00) obs_type<=in2;
    else if (in3!=2'b11 && in3!=2'b00) obs_type<=in3;
    else if (in4!=2'b11 && in4!=2'b00) obs_type<=in4;
    else if (in5!=2'b11 && in5!=2'b00) obs_type<=in5;
    else if (in6!=2'b11 && in6!=2'b00) obs_type<=in6;
    else if (in7!=2'b11 && in7!=2'b00) obs_type<=in7;
  end
end
always @(posedge clk or negedge rst_n)
begin
  if (!rst_n) obs_pos<=0;
  else if (in_valid)
  begin
    if (c_state==S_IDLE) obs_pos<=guy;
    else if (in0!=2'b11 && in0!=2'b00) obs_pos<=3'd0;
    else if (in1!=2'b11 && in1!=2'b00) obs_pos<=3'd1;
    else if (in2!=2'b11 && in2!=2'b00) obs_pos<=3'd2;
    else if (in3!=2'b11 && in3!=2'b00) obs_pos<=3'd3;
    else if (in4!=2'b11 && in4!=2'b00) obs_pos<=3'd4;
    else if (in5!=2'b11 && in5!=2'b00) obs_pos<=3'd5;
    else if (in6!=2'b11 && in6!=2'b00) obs_pos<=3'd6;
    else if (in7!=2'b11 && in7!=2'b00) obs_pos<=3'd7;
    else obs_pos<=obs_pos;
  end
  else obs_pos<=obs_pos;
end
always @(posedge clk or negedge rst_n)
begin
  if (!rst_n) guy_pos<=0;
  else if (c_state==S_IDLE) guy_pos<=guy;
  else if (n_state==S_IN) guy_pos<=obs_pos;
  else guy_pos<=guy_pos;
end
assign step_abs=(obs_pos > guy_pos)?obs_pos-guy_pos:guy_pos-obs_pos;
assign diff=count_a-count_b-1;
always@(*)
begin
  if(!rst_n) walk=2'b0;
  else if(guy_pos==obs_pos) begin walk=2'b00;end
  else if(guy_pos < obs_pos) begin walk=2'b01;end
  else if(guy_pos > obs_pos) begin walk=2'b10;end
end
always@(posedge clk or negedge rst_n)
begin
  if(!rst_n) count<=2'b0;
  else if(n_state==S_IDLE) begin count<=0;end
  else if(n_state==S_IN) begin count<=count+1;end
end
always@(posedge clk or negedge rst_n)
begin
  if(!rst_n) count_a<=2'b0;
  else if(n_state==S_IDLE) begin count_a<=0;end
  else if(in0!=0) begin count_a<=count;end
end
always@(posedge clk or negedge rst_n)
begin
  if(!rst_n) count_b<=0;
  else if(n_state==S_IDLE) begin count_b<=0;end
  else if(in0!=0) begin count_b<=count_a;end
end
always@(*) 
begin
if (!rst_n) begin road=126'b0;end
else if (a==1) 
  begin  
  if (obs_type==2'b01) 
    begin
    road[125:124]={2'b11};
    if (walk==2'b01) 
    begin
      case(step_abs)
      3'd7:road[123:110]={7{2'b01}};
      3'd6:road[123:112]={6{2'b01}};
      3'd5:road[123:114]={5{2'b01}};
      3'd4:road[123:116]={4{2'b01}};
      3'd3:road[123:118]={3{2'b01}};
      3'd2:road[123:120]={2{2'b01}};
      3'd1:road[123:122]={1{2'b01}};
      endcase
    end
    else if(walk==2'b00) begin road[125:124]=2'b11;end
    else if(walk==2'b10) 
    begin
      case(step_abs) 
      3'd7:road[123:110]={7{2'b10}};
      3'd6:road[123:112]={6{2'b10}};
      3'd5:road[123:114]={5{2'b10}};
      3'd4:road[123:116]={4{2'b10}};
      3'd3:road[123:118]={3{2'b10}};
      3'd2:road[123:120]={2{2'b10}};
      3'd1:road[123:122]={1{2'b10}};
      endcase
    end
    end
  else if(obs_type==2'b10) 
    begin
    road[125:124]={2'b00};
    if (walk==2'b01) 
    begin 
      case(step_abs)
      3'd7:road[123:110]={7{2'b01}};
      3'd6:road[123:112]={6{2'b01}};
      3'd5:road[123:114]={5{2'b01}};
      3'd4:road[123:116]={4{2'b01}};
      3'd3:road[123:118]={3{2'b01}};
      3'd2:road[123:120]={2{2'b01}};
      3'd1:road[123:122]={1{2'b01}};
      endcase
    end
    else if (walk==2'b00) begin road[125:124]={2'b00};end
    else if (walk==2'b10) 
    begin
      case(step_abs)
      3'd7:road[125:110]={7{2'b10}};
      3'd6:road[125:112]={6{2'b10}};
      3'd5:road[125:114]={5{2'b10}};
      3'd4:road[125:116]={4{2'b10}};
      3'd3:road[125:118]={3{2'b10}};
      3'd2:road[125:120]={2{2'b10}};
      3'd1:road[125:122]={1{2'b10}};
      endcase
    end
    end
  end
end
always@(posedge clk or negedge rst_n)
begin
  if (!rst_n) a<=0;
  else if (n_state==S_IDLE) a<=0;
  else if (n_state==S_IN && in0!=0) a<=a+1;
  else if (n_state==S_IN && in0==0) a<=0;
end
always@(posedge clk or negedge rst_n)
begin
  if (!rst_n) begin road<=126'b0;end
  else if (n_state==S_IDLE) begin road<=126'b0;end
  else if (n_state==S_IN) begin road<={road[1:0],road[125:2]};end
  else if (c_state==S_OUT) begin road<={road[1:0],road[125:2]};end 
end
always@(posedge clk or negedge rst_n)
begin
  if (!rst_n) counter<=0;
  else if(n_state==S_IDLE)counter<= 0;
  else if(n_state==S_OUT)counter<=counter+1;
  else counter<=counter;
end
always@(posedge clk or negedge rst_n) 
begin
    if(!rst_n) out_valid <= 0;  
    else if(n_state == S_IDLE)
    begin
      out_valid<=0;
    end
    else if (n_state==S_OUT) out_valid <= 1;
    else out_valid <= 0;
end
always@(posedge clk or negedge rst_n)
begin
  if(!rst_n) out <= 2'b0;  
  else if (n_state==S_IDLE) out<=2'b0;
  else if (n_state==S_OUT) out<={road[1:0]};
end
endmodule
```
==> reports/qor.csv <==
metric;value;unit
comb_area;48.8;um^2
ctsHoldBuffers;0;
p_comb_share;6.7;%
p_int;0.200;mW
vdd_drop_max;115;uV
ys_chip_area;169;um^2
fp_util;4.95;%
crit_type;reg2out;
grt.total_usage;1.28;%
wl_per_cell;4.79;um
status;completed;
rsz0062_at_grt;no;
ys.flops;4;
seq_area;101;um^2
post_cts_buffers;0;
cts_buffers;3;
path_buffers;1;
antenna_left;0;
max_cap_violations;0;
critical_path_required;1.36;ns
wirelength;326;um
htreeDepth;1;
grt_max_degree;9;
hold_viol_final;0;
slowest_stage;clkdlybuf4s50_1;
firstDrtPassIters;2;
viasPerCell;1.68;
synth_cell_type_count;11;
nFillCells;405;
clock.fmax;744;MHz
critPathMaxStageDelay;0.45;ns
sw_frac_of_total;20.2;%
port_buffers;3;
syn_area_per_cell;11.3;um^2
clk_path_buf_depth;2;
worst_slack;0.357;ns
antenna_found_initial;0;
clock.latency.late_pin;0.24;ns
vias;114;
pre_cts_slack;0.466;ns
slew_violations;0;
cts.sinks;4;
utilization;8.02;%
post_cts_resize_count;0;
cts_tree;done;
fin_crit;1.34;ns
syn_inst;15;
lay_top_cells;dfrtp_1 (3), clkbuf_4 (3), clkdlybuf4s50_1 (3);
fp.dieH;80;um
grt.busiest_layer;met3;
use_met2;1.36;%
ys.warnings.count;129;
final-setup-viol-count;0;
power_switching;0.0507;mW
clk_transition_reported_paths;0.04;ns
gr-usage-met3;2.27;%
crit_chain;clkdlybuf4s50_1;
critPathTopFamily;buffers and inverters;
endpoint_kind;output pin;
dr.first_iter.drc_count;2;
ios;25;
postSynthSeqShare;60.0;%
fin_crit_sh;79.0;%
drc;0;
setup_tns;0;ns
powerDensity;915;nW/um^2
regToRegSetupSlack;0.87;ns
hold_ws;0.349;ns
grt_pass1_wl;552;um
cp-start-kind;flip-flop;
globalRouteOverflowTotal;0;
layout-drive-gt1-share;23.8;%
grt_pass1_vias;127;
warning_count;44;
skew;0.00390;ns
netlist_area;169;um^2
rows;21;
power.share.clock;51.3;%
area_growth;62.2;%
r2r_start;c_state[0];
use_met1;1.07;%
power;0.251;mW
ys_cells;15;
r2r.worst_path.cells;2;
r2r_end;out_valid;
min_path_type;in2async;
pwr-share-seq;41.9;%
coreArea;3420;um^2
fp.dieW;80;um
cts-root-buf;clkbuf_4;
gp_congestion;0.683;
cp_max_fo;1;
worstPathArrival;1.00;ns
dieArea;6400;um^2
p_leak;0.120;nW
[per-stage QoR]
| step | area, um^2 | cells |
|---|---|---|
| 3_3_place_gp | 245 | 63 |
| 4_1_cts | 272 | 67 |
| 5_1_grt | 272 | 67 |
| 6_report | 274 | 68 |
| 3_5_place_dp | 245 | 63 |
| 2_1_floorplan | 173 | 16 |
[flip-flops by register name, indices dropped and copies added, names as in the netlist]
signal and count:
c_state 3, out_valid 1
[layout make-up]
cell class	count	share of cell area [%]
sequential	4	37.0
inverter	2	2.74
multi-input combinational	8	17.8
antenna	1	0.913
timing repair buffer	3	11.0
clock buffer	4	9.59
tap	46	21.0
[power groups by stage]
stage	logic [mW]	clock network, mW	registers [mW]
finish	0.0168	0.129	0.105
global route	0.0194	0.150	0.106
CTS	0.0174	0.135	0.105
[cells by family after synthesis]
family | synth area share [%]
AOI/OAI and AO/OA | 18.5
buffers and inverters | 13.3
DFF | 60.0
other | 2.22
and+or+nand+nor | 5.93
[synthesized netlist by cell type]
| cell type | number | area [um^2] |
|---|---|---|
| dfrtp_1 | 3 | 75.1 |
| buf_4 | 2 | 15.0 |
| inv_1 | 2 | 7.51 |
| conb_1 | 1 | 3.75 |
| dfstp_2 | 1 | 26.3 |
| nor2_1 | 1 | 3.75 |
| nor2b_1 | 1 | 6.26 |
| o211a_1 | 1 | 10.0 |
| o21a_1 | 1 | 7.51 |
| o21ai_0 | 1 | 5.00 |
| o21ai_2 | 1 | 8.76 |
[worst max-delay path by stage]
stage,slack (ns),depth (start not counted),from,to
after CTS,0.33,1,out_valid,out_valid
after global routing,0.31,1,out_valid,out_valid
final,0.36,1,out_valid,out_valid
[layer usage]
metal	wire (um)	vias to the layer above
met2	120	6
met1	128	52
met5	0	-
li1	-	56
met3	78	0
met4	0	0
Power figures rest on the tool's default switching activity, not on a simulated workload.
